[flow/run.sh]
#!/bin/bash
# OpenROAD 26Q1-2900-gdf79404cd8, Yosys 0.63+post, stock flow scripts
make -C /OpenROAD-flow-scripts/flow DESIGN_CONFIG=/design/flow/config.mk WORK_HOME=/design/flow/orfs finish
[flow/config.mk]
export PLATFORM = sky130hd
export DESIGN_NAME = mem_control_unit
export DESIGN_NICKNAME = mem_control_unit
export VERILOG_FILES = /design/flow/design.v
export SDC_FILE = /design/flow/constraint.sdc
export NUM_CORES = 4
export LEC_CHECK = 1
export CORE_AREA = 10 10 126 126
export DIE_AREA = 0 0 136 136
[flow/constraint.sdc]
current_design mem_control_unit

set clk_period 5.6
set clk_io_pct 0.2

create_clock -name clk0 -period $clk_period

set non_clock_inputs [all_inputs -no_clocks]
set_input_delay [expr $clk_period * $clk_io_pct] -clock clk0 $non_clock_inputs
set_output_delay [expr $clk_period * $clk_io_pct] -clock clk0 [all_outputs]
[flow/design.v]
module addr_bus_mux (sel, pc, addr_bus_in, addr_bus_out);
	input sel;			 
	input [7:0] pc; 	 
	input [15:0] addr_bus_in;	 
	output reg [15:0] addr_bus_out;	 
	always @(*)
	begin
		if (sel)
			addr_bus_out = addr_bus_in;
		else
			addr_bus_out = pc;
	end
endmodule
module ldr_mux (sel, ldr_data_in, alu_result, ldr_data_out);
	input sel;		 
	input [31:0] ldr_data_in, alu_result;	 
	output reg [31:0] ldr_data_out;		 
	always @(*)
	begin
		if (sel)
			ldr_data_out = ldr_data_in;
		else
			ldr_data_out = alu_result;
	end
endmodule
module mem_control_unit (clk, pc, op_code, src1, src2, alu_result, conditions, mem_data_in,
	addr_mux_out, ldr_mux_out, rw, mem_data_out);
	input clk;
	input [7:0] pc;
	input [3:0] op_code;
	input [31:0] src1, src2;
	input [31:0] alu_result;
	input [3:0] conditions;
	input [31:0] mem_data_in;
	output [15:0] addr_mux_out;
	output [31:0] ldr_mux_out;
	output rw;
	output [31:0] mem_data_out;
	wire ldr_mux_sel, addr_mux_sel;
	wire [31:0] ldr_data;
	wire [15:0] addr_data;
	localparam OP_LDR = 4'b1101;
	localparam OP_STR = 4'b1110;
	memory_control mem_ctrl1 (
		.clk(clk), 
		.op_code(op_code),
		.src1(src1),
		.src2(src2),
		.rw(rw),
		.mem_data_in(mem_data_in),
		.mem_data_out(mem_data_out),
		.ldr_mux_sel(ldr_mux_sel),
		.ldr_data_out(ldr_data),
		.addr_mux_sel(addr_mux_sel),
		.addr_data_out(addr_data)
	);
	addr_bus_mux addr_mux1 (
		.sel(addr_mux_sel),
		.pc(pc),
		.addr_bus_in(addr_data),
		.addr_bus_out(addr_mux_out)
	);
	ldr_mux ldr_mux1 (
		.sel(ldr_mux_sel),
		.ldr_data_in(ldr_data),
		.alu_result(alu_result),
		.ldr_data_out(ldr_mux_out)
	);
endmodule
module memory_control(
	clk, op_code, src1, src2, rw, mem_data_in, mem_data_out,
	ldr_mux_sel, ldr_data_out, addr_mux_sel, addr_data_out
	);
	input clk;
	input [3:0] op_code;
	input [31:0] src1, src2;
	input [31:0] mem_data_in;
	output reg rw;							 
	output reg [31:0] mem_data_out;
	output reg ldr_mux_sel;					 
	output reg [31:0] ldr_data_out;
	output reg addr_mux_sel;				 
	output reg [15:0] addr_data_out;  		 
	always @(op_code) begin
		if (op_code == 4'b1101)	begin  
			addr_mux_sel = 1;
			addr_data_out = src1[15:0];
			rw = 0;				 
			ldr_mux_sel = 1;
			ldr_data_out = mem_data_in;
		end
		else if (op_code == 4'b1110) begin  
			ldr_mux_sel = 0;		 
			rw = 1;			 
			addr_mux_sel = 1;
			addr_data_out = src1[15:0];
			mem_data_out = src2;	
		end
		else begin
			rw = 1'bz;
			ldr_mux_sel = 1'bz;
			ldr_data_out = 32'bz;
			addr_mux_sel = 1'bz;
			addr_data_out = 16'bz;
		end
	end
endmodule
==> impl_metrics.env <==
# implementation run metrics
export IMPL_status="finished clean"
export IMPL_place_port_buffers=165
export IMPL_ant_nets=0
export IMPL_slew_violations=0
export IMPL_grt_pass1_wl_mm=8.52
export IMPL_synth_flops=64
export IMPL_route_met2_wl_mm=2.20
export IMPL_die_area_um2=18500
export IMPL_groute_usage_overall=0.0582
export IMPL_finalCritPeriodShare=0.795
export IMPL_whs_path_depth=0
export IMPL_synth_cell_types=8
export IMPL_ios=226
export IMPL_ys_area_um2=1620
export IMPL_std_cell_rows=42
export IMPL_total_power_w=0.000175
export IMPL_drc=0
export IMPL_layout_drive_gt1_share=0.132
export IMPL_simple_gate_share=0.0208
export IMPL_wl_per_cell_um=13.5
export IMPL_layout_cells_most_common="clkdlybuf4s50_1"
export IMPL_drtPass1Iterations=3
export IMPL_dpl_hpwl_mm=5.37
export IMPL_mostFrequentLayoutCells="clkdlybuf4s50_1, dlxtn_1, mux2_4, mux2_2, buf_4"
export IMPL_p_per_area_nw_per_um2=52.1
export IMPL_cp_max_fo=21
export IMPL_warning_count=61
export IMPL_area_growth_pct=107
export IMPL_slew_headroom=0.567
export IMPL_postSynthCellCount=118
export IMPL_post_synth_mux_area_share=0.289
export IMPL_ys_cells=118
export IMPL_routed_wl_met3_mm=1.29
export IMPL_vias_per_cell=3.10
export IMPL_netSwitchingPower_w=0.0000287
export IMPL_finalSetupTns_ps=0
export IMPL_die_x_um=136
export IMPL_unconstrained_endpoints=96
export IMPL_end_kind="output pin"
export IMPL_antenna_found_initial=0
export IMPL_grt_pass1_vias=1467
export IMPL_pwr_share_clk=0
export IMPL_setup_violations_final=0
export IMPL_tightest_slew_ps=649
export IMPL_power_frac_comb=0.842
export IMPL_syn_cell_area_um2=1620
export IMPL_avgSynthCellArea_um2=13.7
export IMPL_met1_length_mm=2.49
export IMPL_via_count=1370
export IMPL_cts_hold_buffers=0
export IMPL_gp_congestion=0.823
export IMPL_startpoint_type="input pin"
export IMPL_ys_sh_xor=0
export IMPL_post_cts_buffers=0
export IMPL_fa_ha_area_frac=0
export IMPL_core_area_um2=13200
export IMPL_rsz0062_at_grt="false"
export IMPL_arrival_ps=3330
export IMPL_yosysWarningCount=8
export IMPL_synth_logic_top_family="multiplexers"
export IMPL_sw_frac_of_total=0.165
export IMPL_min_to="addr_mux_out[0]"
export IMPL_intPower_w=0.000146
export IMPL_cp_data_required_time_ps=4480
export IMPL_overflow=0
export IMPL_path_class="input pin to output pin"
export IMPL_antenna_cells=0
export IMPL_cap_violations=0
export IMPL_period_needed_ps=4450
export IMPL_hp_start="src1[0]"
export IMPL_seq_power_share=0.158
export IMPL_cts_resized=0
export IMPL_hold_class="input pin to output pin"
export IMPL_drt_iter0_markers=7
export IMPL_ir_worst_vdd_v=0.0000184
export IMPL_routed_wl_mm=5.98
export IMPL_dr_max_layer_used="met3"
export IMPL_initial_utilization=0.123
export IMPL_clock_fmax_mhz=225
export IMPL_hold_viol=0
export IMPL_die_h_um=136
export IMPL_p_leak_nw=1.49
export IMPL_grt_max_degree=34
export IMPL_aoi_share=0
export IMPL_unclocked_regs=64
worst max path at each step:
| stage | slack, ps | to | depth (start not counted) | startpoint |
|---|---|---|---|---|
| 4_1_cts | 1090 | ldr_mux_out[19] | 5 | op_code[0] |
| 5_1_grt | 1040 | ldr_mux_out[19] | 5 | op_code[2] |
| 6_report | 1150 | ldr_mux_out[19] | 5 | op_code[0] |
cells in the mapped netlist:
| cell type | instances | area share |
|---|---|---|
| mux2_4 | 29 | 0.27 |
| buf_6 | 3 | 0.021 |
| and4b_1 | 1 | 0.0062 |
| buf_4 | 16 | 0.074 |
| nand4b_4 | 1 | 0.015 |
| mux2_2 | 3 | 0.021 |
| inv_1 | 1 | 0.0023 |
| dlxtn_1 | 64 | 0.59 |
state kept, by name, indices dropped and copies added (netlist names):
signal,flops
mem_ctrl1.mem_data_out,32
mem_ctrl1.ldr_data_out,32
worst max-delay path, cell delays in order:
cell	delay, ps
clkdlybuf4s50_1	530
nand4b_4	480
buf_4	420
mux2_4	310
clkdlybuf4s50_1	450
cells by family after synthesis:
group                  count (synthesis)
latches                               64
buffers and inverters                 20
muxes                                 32
and+or+nand+nor                        2
through the flow:
stage | area (µm²) | hold WS [ps] | util | setup WS (ps) | instances
floorplan | 1620 | 2310 | - | 2700 | 118
global placement | 3350 | 2240 | 0.254 | 1110 | 442
detailed placement | 3350 | 2240 | 0.254 | 1090 | 442
CTS | 3350 | 2240 | 0.254 | 1090 | 442
global route | 3350 | 2240 | 0.254 | 1040 | 442
finish | 3350 | 2240 | 0.254 | 1150 | 442
power groups by stage:
| stage | registers [W] | logic [W] | clock network (W) |
|---|---|---|---|
| after CTS | 0.0000279 | 0.000150 | 0 |
| after global routing | 0.0000291 | 0.000158 | 0 |
| final | 0.0000277 | 0.000147 | 0 |
layout make-up:
class | count | area (µm²)
Multi-Input combinational cell | 34 | 503
Fill cell | 1395 | 9840
Tap cell | 176 | 220
Timing Repair Buffer | 167 | 1670
Sequential cell | 64 | 961
Inverter | 1 | 3.75
layer usage:
metal  GRT usage  vias to the layer above
met5           0                        -
met4     0.00118                        0
met2      0.0815                      133
met1      0.0731                      569
li1            -                      668
met3      0.0461                        0
Power and IR drop assume default switching activity.
