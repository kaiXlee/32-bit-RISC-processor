<file path="/design/flow/design.v">
module register_banks(destination, src1_sel, src2_sel, ldr_mux_in, reg_write, src1_out, src2_out);
    input [3:0] destination, src1_sel, src2_sel;
    input [31:0] ldr_mux_in;
	input reg_write;
    output [31:0] src1_out, src2_out;
    wire [15:0] enable;
    reg [31:0] registers [0:15];
    MUX mux1(src1_sel, registers[0], registers[1], registers[2], registers[3], registers[4], registers[5], registers[6], registers[7], registers[8], registers[9],
		registers[10], registers[11], registers[12], registers[13], registers[14], registers[15], src1_out);
    MUX mux2(src2_sel, registers[0], registers[1], registers[2], registers[3], registers[4], registers[5], registers[6], registers[7], registers[8], registers[9],
		registers[10], registers[11], registers[12], registers[13], registers[14], registers[15], src2_out);
    DECODER decoder1(destination, enable);
	initial
	begin
		$monitor($time, " R0=%d || R1=%d || R2=%d || R3=%d || R4=%d || R5=%d || R6=%d || R7=%d",
			registers[0],
			registers[1],
			registers[2],
			registers[3],
			registers[4],
			registers[5],
			registers[6],
			registers[7]
		);
	end
    always @(enable, ldr_mux_in) begin
		if (reg_write) begin
			case (enable)
				16'b0000000000000001: begin
					registers[0] = ldr_mux_in;	 
				end
				16'b0000000000000010: begin 
					registers[1] = ldr_mux_in;	 
				end
				16'b0000000000000100: begin
					registers[2] = ldr_mux_in;
				end
				16'b0000000000001000: begin
					registers[3] = ldr_mux_in;
				end
				16'b0000000000010000: begin
					registers[4] = ldr_mux_in;
				end
				16'b0000000000100000: begin
					registers[5] = ldr_mux_in;
				end
				16'b0000000001000000: begin
					registers[6] = ldr_mux_in;
				end
				16'b0000000010000000: begin
					registers[7] = ldr_mux_in;
				end
				16'b0000000100000000: begin
					registers[8] = ldr_mux_in;
				end
				16'b0000001000000000: begin
					registers[9] = ldr_mux_in;
				end
				16'b0000010000000000: begin
					registers[10] = ldr_mux_in;
				end
				16'b0000100000000000: begin
					registers[11] = ldr_mux_in;
				end
				16'b0001000000000000: begin
					registers[12] = ldr_mux_in;
				end
				16'b0010000000000000: begin
					registers[13] = ldr_mux_in;
				end
				16'b0100000000000000: begin
					registers[14] = ldr_mux_in;
				end
				16'b1000000000000000: begin
					registers[15] = ldr_mux_in;	 
				end
				default: begin
				end
			endcase
		end
    end
endmodule
module MUX (sel, I1, I2, I3, I4, I5, I6, I7, I8, I9, I10, I11, I12, I13, I14, I15, I16, Y);
	 input [3:0] sel;
	 input [31:0]I1, I2, I3, I4, I5, I6, I7, I8, I9, I10, I11, I12, I13, I14, I15, I16;
	 output reg [31:0]Y;
	 always @(*) begin
		if (sel == 4'b0000) Y = I1;
		else if (sel == 4'b0001) Y = I2;
		else if (sel == 4'b0010) Y = I3;
		else if (sel == 4'b0011) Y = I4;
		else if (sel == 4'b0100) Y = I5;
		else if (sel == 4'b0101) Y = I6;
		else if (sel == 4'b0110) Y = I7;
		else if (sel == 4'b0111) Y = I8;
		else if (sel == 4'b1000) Y = I9;
		else if (sel == 4'b1001) Y = I10;
		else if (sel == 4'b1010) Y = I11;
		else if (sel == 4'b1011) Y = I12;
		else if (sel == 4'b1100) Y = I13;
		else if (sel == 4'b1101) Y = I14;
		else if (sel == 4'b1110) Y = I15;
		else if (sel == 4'b1111) Y = I16;
		else begin
		end
	 end
endmodule
module DECODER(destination, enable_out);
    input [3:0] destination;
    output reg [15:0] enable_out;
	always @(*) begin
		case(destination)
			4'b0000: begin enable_out=16'b0000000000000001; end
			4'b0001: begin enable_out=16'b0000000000000010; end
			4'b0010: begin enable_out=16'b0000000000000100; end
			4'b0011: begin enable_out=16'b0000000000001000; end
			4'b0100: begin enable_out=16'b0000000000010000; end
			4'b0101: begin enable_out=16'b0000000000100000; end
			4'b0110: begin enable_out=16'b0000000001000000; end
			4'b0111: begin enable_out=16'b0000000010000000; end
			4'b1000: begin enable_out=16'b0000000100000000; end
			4'b1001: begin enable_out=16'b0000001000000000; end
			4'b1010: begin enable_out=16'b0000010000000000; end
			4'b1011: begin enable_out=16'b0000100000000000; end
			4'b1100: begin enable_out=16'b0001000000000000; end
			4'b1101: begin enable_out=16'b0010000000000000; end
			4'b1110: begin enable_out=16'b0100000000000000; end
			4'b1111: begin enable_out=16'b1000000000000000; end
			default: begin 
			end
		endcase
	end
endmodule
</file>
<file path="/design/flow/run.sh">
#!/bin/bash
# OpenROAD 26Q1-2900-gdf79404cd8, Yosys 0.63+post, stock flow scripts
make -C /OpenROAD-flow-scripts/flow DESIGN_CONFIG=/design/flow/config.mk WORK_HOME=/design/flow/orfs finish
</file>
<file path="/design/flow/config.mk">
export PLATFORM = sky130hd
export DESIGN_NAME = register_banks
export DESIGN_NICKNAME = register_banks
export VERILOG_FILES = /design/flow/design.v
export SDC_FILE = /design/flow/constraint.sdc
export NUM_CORES = 4
export LEC_CHECK = 1
export CORE_UTILIZATION = 50
</file>
<file path="/design/flow/constraint.sdc">
current_design register_banks

set clk_period 17.8
set clk_io_pct 0.2

create_clock -name clk0 -period $clk_period

set non_clock_inputs [all_inputs -no_clocks]
set_input_delay [expr $clk_period * $clk_io_pct] -clock clk0 $non_clock_inputs
set_output_delay [expr $clk_period * $clk_io_pct] -clock clk0 [all_outputs]
</file>
==> run notes <==
Results of the flow run.

After floorplanning, the die was sized to cover 43300 sq um. The number of endpoints failing setup at the final stage stands at 0. The data required time at the worst endpoint stands at about 14000 ps. The global-route met1 utilization stands at 0.587. The timing report notes that buffer and inverter cells on the critical path total 5. The first global-routing pass estimated 131000 microns of wire. The via count of the first global-routing pass came to 20058. According to the floorplan report, the die height is roughly 210 microns. The switching power summed over all nets stands at around 0.29 mW. The global-route track usage on met2 stands at 0.598. The fraction of layout instances using a drive strength above 1 stands at 0.0964. The largest stage delay on the critical path stands at 920 ps.

Looking at the critical path, the single cell with the biggest stage delay is sky130_fd_sc_hd__nor2b_2. The largest vdd supply drop stands at 0.0281 mV. The number of register pins that no clock reaches stands at 576. The top fanout value on the critical path stands at 58. TritonRoute output was used to compute an average wire per cell of 29.1 microns. The worst setup path is launched from a primary input. OpenSTA, run right after detailed placement, puts the worst setup slack at 5760 ps. The switching portion of total power comes to 0.522. The number of primary I/O pins stands at 109. Setup repair after global routing left no endpoint under its margin.

The number of max-capacitance violations reported stands at 0. The floorplan has 75 rows. The OpenROAD report gives the critical path a data arrival time of 8680 ps. The timing report attributes the biggest portion of critical-path delay to buffers and inverters. In the post-route analysis, the smallest setup slack over all paths is 5560 ps. The number of warnings reported in the yosys synthesis log stands at 7. The post-cts hold-fix buffer tally stands at 0.

The number of search-and-repair iterations in the first detailed-routing pass stands at 7. The finished cells cover 22700 sq um. The worst-case max-slew headroom was logged as 0.329.

The number of distinct library cell variants in the gate-level netlist after synthesis stands at 78. The internal power stands at about 0.26 mW. The initial antenna violation count stands at 3. met3 track demand over resource after global routing is 0.178. The placement summary gives the final routability congestion estimate as approximately 1. The total power divided by cell area stands at 24.4 nW/um^2. The synthesized design contains 0 enable-type register cells. Per the synth stats, the flop cell with the highest instance count is sky130_fd_sc_hd__dlxtn_1. After detailed routing, the total wire length is ~90000 microns. The count of instantiated cells in the yosys netlist stands at 2509.

The cell sequence reported for the critical path is buf_4 > buf_4 > buf_4 > nor2b_2 > buf_4 > o2bb2ai_1 > o21ai_0 > a21o_1 > a31oi_1 > dlxtn_1 > clkdlybuf4s50_1. In this run the most used layer during global routing was met2. The layout has about 3800 filler cells. The ratio of final minimum period to clock period stands at 0.687. The mapped netlist covers around 21000 sq um. The area growth from synthesis to layout is 6.77%.

For the final routed database, the setup TNS stands at 0 ps. The pin closest to its max-slew limit shows a slew of 1000 ps. The routed design could run at a clock period as short as roughly 12000 ps. The half-perimeter wire length after detailed placement stands at 51700 microns. The count of final hold-check violations stands at 0.

The run finished with clean final reports. In this run the horizontal extent of the chip is 208 microns. Per the OpenROAD floorplan log, the area of the core is around 42000 sq um. In the floorplan report the effective utilization is 0.506. The antenna violation net count after detailed routing stands at 0. The final tally of max-slew violations stands at 0. The detailed router finished its first iteration with 2399 violations. Per the post-synthesis report, the number of cells in the design is 2509. The power report puts the leakage power at 9.43 nW. The number of post-CTS setup repair buffers stands at 0. Summing all flip-flop and latch instances after layout gives 8650 sq um.

STA classifies the critical path endpoint as an output pin. The script parses the final routing iteration and logs DRC violations as 0. The overall routing resource usage stands at 0.422. Per the layout area report, the combinational gate area comes to between 10000 and 15000 sq um.

The maximum clock rate stands at slightly above 80 MHz. The area of placed instances stands at 22700 sq um. A synthesized cell averages 8.46 sq um. The summed standard-cell area reported by yosys stands at between 20000 and 25000 sq um. Input and output buffers added on the ports amount to roughly 110. The cell that appears most often on the critical path is sky130_fd_sc_hd__buf_4.

For this run, asynchronously set or reset flops after synthesis account for 0. Summing over the stages, the warning tally comes to 35. Detailed routing inserted a total of between 20000 and 25000 vias. By startpoint and endpoint, the worst setup path is classified as primary input to output pin. The ratio of routed vias to standard cells stands at 6.98. The largest net degree at the start of global routing stands at ~110. between 500 and 600 endpoints have no timing constraint. The number of instances resized during post-cts repair stands at 0.

Once synthesis finished, the tally of register bits stood at 576. The global route total overflow stands at 0.
## flip-flops by register name (all words and copies together) (netlist names)
signal	flops
registers	512
mux1.Y	32
mux2.Y	32
## worst max path at each step
stage / from / endpoint / slack [ps] / cells past startpoint
4_1_cts: src1_sel[1] / src1_out[20] / 5750 / 11
5_1_grt: src1_sel[1] / src1_out[20] / 5600 / 11
6_report: src1_sel[1] / src1_out[20] / 5560 / 11
## cells in the mapped netlist (17+ instances only)
cell type                   count  share of area
sky130_fd_sc_hd__nand2_1      151          0.027
sky130_fd_sc_hd__or3b_2        27          0.011
sky130_fd_sc_hd__clkbuf_1      75          0.013
sky130_fd_sc_hd__buf_4         25         0.0088
sky130_fd_sc_hd__mux2_2        64          0.034
sky130_fd_sc_hd__nand2b_1      44          0.013
sky130_fd_sc_hd__nor2b_1       27         0.0080
sky130_fd_sc_hd__dlxtn_1      576           0.41
sky130_fd_sc_hd__o211ai_1      23         0.0081
sky130_fd_sc_hd__a21oi_1      219          0.052
sky130_fd_sc_hd__o21ai_0      157          0.037
sky130_fd_sc_hd__o31ai_1       25         0.0088
sky130_fd_sc_hd__o22ai_1      154          0.045
sky130_fd_sc_hd__o221ai_1      17         0.0070
sky130_fd_sc_hd__buf_2        118          0.028
sky130_fd_sc_hd__inv_1         35         0.0062
sky130_fd_sc_hd__mux4_2        38          0.040
sky130_fd_sc_hd__a2bb2oi_1     22         0.0091
sky130_fd_sc_hd__mux2i_1       71          0.033
sky130_fd_sc_hd__a221oi_1      53          0.022
sky130_fd_sc_hd__o2bb2ai_1     18         0.0074
sky130_fd_sc_hd__a211oi_1      54          0.019
sky130_fd_sc_hd__nor2_1       144          0.025
sky130_fd_sc_hd__a32oi_1       27          0.011
sky130_fd_sc_hd__a22oi_1       50          0.018
sky130_fd_sc_hd__nand3_1       37         0.0087
## cell families (layout without fill, tap and decap cells)
kind of cell | after synthesis | in the layout | synth area share
buffers and inverters | 271 | 219 | 0.0612
AND-OR/OR-AND | 956 | 956 | 0.296
latches | 576 | 576 | 0.407
other | 1 | 65 | 0.000177
AND/OR/NAND/NOR | 532 | 532 | 0.127
multiplexers | 173 | 173 | 0.108
## cells in the final DEF (no fill, tap or decap), drive strengths merged, types with 11 or more instances in the layout
cell type      netlist  routed
o22a                12      12
nand2b              44      44
clkdlybuf4s50        0     101
and2                12      12
o21bai              14      14
a211oi              54      54
mux2i               71      71
nand2              151     151
nor2b               27      27
nor2               145     145
nor4                13      13
a32oi               27      27
mux2                64      64
a31oi               14      14
mux4                38      38
or3b                28      28
a2bb2oi             22      22
o31ai               25      25
o221ai              17      17
conb                 1      64
and3                15      15
dlxtn              576     576
a2111oi             14      14
a21oi              219     219
inv                 36      36
o21ai              171     171
a22o                15      15
buf                156      78
or3                 11      11
o211ai              23      23
o2bb2ai             18      18
a22oi               50      50
o22ai              154     154
nand3               37      37
a221oi              53      53
## final cells by class
cell class,instances,share of cell area
Antenna cell,1,0.000110
Inverter,38,0.00629
Multi-Input combinational cell,1725,0.510
Sequential cell,576,0.381
Tap cell,539,0.0297
Timing Repair Buffer,181,0.0722
## routing by layer
| metal | vias to the layer above | routed length (microns) | part of all wire |
|---|---|---|---|
| met3 | 295 | 13400 | 0.15 |
| met4 | 4 | 4450 | 0.050 |
| met5 | - | 26 | 0.00029 |
| met1 | 10107 | 34000 | 0.38 |
| li1 | 9335 | - | - |
| met2 | 1628 | 37000 | 0.42 |
## per-stage QoR
stage               total power, mW  std cells   util
floorplan                     0.384       2572      -
detailed placement            0.538       3059  0.541
global placement              0.536       3059  0.541
CTS                           0.540       3059  0.541
global route                  0.586       3059  0.541
finish                        0.554       3060  0.541
## power groups by stage
stage                 Sequential [mW]  Combinational, mW  Clock (mW)
after global routing            0.151              0.434           0
after CTS                       0.141              0.399           0
Power figures rest on the tool's default switching activity, not on a simulated workload.
