`flow/run.sh`:
```
#!/bin/bash
# OpenROAD 26Q1-2900-gdf79404cd8, Yosys 0.63+post, stock flow scripts
make -C /OpenROAD-flow-scripts/flow DESIGN_CONFIG=/design/flow/config.mk WORK_HOME=/design/flow/orfs finish
```
`flow/config.mk`:
```
export PLATFORM = sky130hd
export DESIGN_NAME = program_counter
export DESIGN_NICKNAME = program_counter
export VERILOG_FILES = /design/flow/design.v
export SDC_FILE = /design/flow/constraint.sdc
export NUM_CORES = 4
export LEC_CHECK = 1
export CORE_AREA = 10 10 70 70
export DIE_AREA = 0 0 80 80
```
`flow/design.v`:
```
module program_counter(clk, reset, count);
	input clk, reset;
	output reg [7:0]  count;  
    always @(posedge clk or negedge reset) begin
    	if (!reset)
    		count = 8'b0;
    	else begin
			count = count + 1;
    	end
    end
endmodule
```
`flow/constraint.sdc`:
```
current_design program_counter

set clk_period 1.3
set clk_io_pct 0.2

create_clock -name clk0 -period $clk_period [get_ports {clk}]

set non_clock_inputs [all_inputs -no_clocks]
set_input_delay [expr $clk_period * $clk_io_pct] -clock clk0 $non_clock_inputs
set_output_delay [expr $clk_period * $clk_io_pct] -clock clk0 [all_outputs]
```
==> results.tsv <==
metric	value	unit
sequential-to-total area share from yosys stat	63.24	%
Yosys Instances	24	
Worst-Skew Late Latency	250	ps
Reg clk slew, reported paths	50	ps
initial DRC count	13	
Synth cell types	11	
cycle use final	87.50	%
peak supply drop	0.3412	mV
CTS Sinks	8	
Post-DRT Antenna Nets	0	
Post-Synthesis Cells	24	
first-pass GRT wire length	1338	um
Routed Wire Length	776	um
FF+latch count, synth	8	
Chip Footprint	6400	um2
largest net degree at the start of global routing	9	
Crit Path Max Fanout	2	
starting density of the core	9.267	%
Root Driver	clkbuf_4	
worst min-delay path category	in -> async	
Yosys chip area	316.6	um2
setup TNS	0	ps
H-tree levels	1	
CTS Buffer Depth	2	
CTS Buf Count	3	
RSZ-0062 raised after global routing	no	
Final Core Density	15.93	%
core area	3416	um2
worst-path cell chain	dlygate4sd2_1	
MaxCap Viol Count	0	
vias in the first global route	269	
hpwl dp	581.4	um
delay-heaviest family, CP	flip-flops	
# fillers	391	
Hold Buf Count CTS	0	
CTS tree	done	
Slew headroom	75.70	%
Logic cell area	112.6	um2
Min Clock Period, post-route	1137	ps
Row Count	21	
Final Setup Violations	0	
Vias	238	
Syn Area/Cell	13.19	um2
first drt pass iteration count	2	
kind of critical path	reg -> out	
Seq. cell area	200.2	um2
mapped cell area	316.6	um2
Leakage	0.0002681	uW
initial antenna violation count	0	
pwr dens	806.6	nW/um2
PortBufs	9	
DR WL/cell	8.527	um
routability cong.	0.7269	
max reg flops	8	
Critical Path AT	880	ps
Antenna Cells	0	
slew of the pin with the lowest slew margin	363.4	ps
Max Slew Vio Count	0	
CP max-delay cell	dfrtp_1	
P&R area growth vs syn	71.94	%
Remaining Overflow, GRT	0	
crit path buf inv count	1	
DIE WIDTH	80	um
layout cell share with drive strength beyond 1	31.11	%
num ports	10	
tool warnings	25	
Die H	80	um
Avg Vias per Cell	2.615	
endpoints failing hold	0	
status	finished, final reports clean	
WP data required	1040	ps
DRC	0	
CP Launch Type	flip-flop	
Synth warnings	1	
Worst setup EP type	output pin	
clk_skew	3.751	ps
Achievable Freq	0.8791	GHz
GRT Util Overall	2.725	%
CP max stage delay	380	ps
==> layer usage <==
| metal | vias up | GRT usage, % | routed length, um |
|---|---|---|---|
| met5 | - | 0 | 0 |
| met4 | 0 | 0.1761 | 0 |
| met3 | 0 | 2.955 | 149 |
| met2 | 11 | 2.809 | 242 |
| met1 | 106 | 3.716 | 384 |
| li1 | 121 | - | - |
==> final cells by class <==
class | count | share of cell area (%)
sequential | 8 | 36.78
timing repair buffer | 18 | 27.13
clock buffer | 3 | 4.138
multi-input combinational | 15 | 20.69
tap | 46 | 10.57
inverter | 1 | 0.6897
==> timing repair <==
item	CTS	global route
gates resized	8	0
setup endpoints to repair	8	0
hold endpoints to repair	0	0
setup buffers	8	0
==> power by group <==
part	leakage [uW]	switching (uW)	internal, uW
registers	0.000102	0	249
clock network	0.0000138	77.1	105
logic	0.000152	4.64	2.66
==> cells by family (layout without fill, tap and decap cells) <==
kind of cell | after synthesis | count (layout) | synth area share [%]
flip-flops | 8 | 8 | 63.24
AND/OR/NAND/NOR | 8 | 8 | 15.02
buffers and inverters | 1 | 22 | 1.185
adder cells (fa/ha/maj) | 1 | 1 | 3.952
XOR/XNOR | 6 | 6 | 16.60
==> synth_stat cells <==
cell / n / share of area [%]
inv_1: 1 / 1.2
nor3_2: 1 / 3.2
xor2_1: 3 / 8.3
nand2_1: 2 / 2.4
nor2_1: 1 / 1.2
xnor2_1: 3 / 8.3
dfrtp_1: 8 / 63
ha_1: 1 / 4.0
nand3_2: 1 / 3.2
nand3_1: 2 / 3.2
and3_1: 1 / 2.0
==> metrics by stage <==
stage	area [um2]	hold WS (ps)	setup WS [ps]	total power [uW]	instances
2_1_floorplan	316.6	-35.59	393.5	253.6	24
3_3_place_gp	471.7	458.9	139.0	261.0	80
3_5_place_dp	471.7	459.8	127.6	261.1	80
4_1_cts	544.3	297.0	151.3	444.1	91
5_1_grt	544.3	300.0	79.58	467.9	91
6_report	544.3	289.6	162.5	439.0	91
==> cells in the final DEF (no fill, tap or decap) <==
cell,n
and3_1,1
nand3_1,2
clkbuf_4,3
clkdlybuf4s50_1,1
nand3_2,1
buf_4,9
xor2_1,3
ha_1,1
inv_1,1
nand2_1,2
nor3_2,1
nor2_1,1
xnor2_1,3
dlygate4sd2_1,8
dfrtp_1,8
==> final timing paths <==
kind                          start       end  slack, ps  cells after the start
setup / recovery           count[1]  count[1]        160                      1
setup reg to reg           count[2]  count[7]        180                      5
max in group asynchronous     reset  count[4]        750                      1
min in group clk0          count[7]  count[7]        530                      2
hold reg to reg            count[7]  count[7]        530                      2
hold / removal                reset  count[1]        290                      1
Power and IR drop assume default switching activity.
